`config.mk`:
```
export PLATFORM = sky130hd
export DESIGN_NAME = complex_multiplier
export DESIGN_NICKNAME = complex_multiplier
export VERILOG_FILES = /design/flow/design.v
export SDC_FILE = /design/flow/constraint.sdc
export NUM_CORES = 4
export LEC_CHECK = 1
export CORE_UTILIZATION = 30
```
`constraint.sdc`:
```
current_design complex_multiplier

set clk_period 30.2
set clk_io_pct 0.2

create_clock -name clk0 -period $clk_period [get_ports {aclk}]

set non_clock_inputs [all_inputs -no_clocks]
set_input_delay [expr $clk_period * $clk_io_pct] -clock clk0 $non_clock_inputs
set_output_delay [expr $clk_period * $clk_io_pct] -clock clk0 [all_outputs]
```
`design.v`:
```
`timescale 1ns / 1ns
module complex_multiplier
    #(parameter integer     OPERAND_WIDTH_A = 16,  
      parameter integer     OPERAND_WIDTH_B = 16,  
      parameter integer     OPERAND_WIDTH_OUT = 32,   
      parameter integer     STAGES = 6,   
      parameter             BLOCKING = 1,
      parameter             ROUND_MODE = 0,
      parameter integer     GROWTH_BITS = 0,   
      parameter             BYTE_ALIGNED = 1,
      localparam            EFF_PORT_WIDTH_A = BYTE_ALIGNED ? ((OPERAND_WIDTH_A*2+15)/16)*16 : OPERAND_WIDTH_A * 2,
      localparam            EFF_PORT_WIDTH_B = BYTE_ALIGNED ? ((OPERAND_WIDTH_B*2+15)/16)*16 : OPERAND_WIDTH_B * 2,
      localparam            EFF_PORT_WIDTH_OUT = BYTE_ALIGNED ? ((OPERAND_WIDTH_OUT*2+15)/16)*16 : OPERAND_WIDTH_OUT * 2
    )
    (   
        input                                           aclk,
        input                                           aresetn,
		input                                           rounding_cy,
        input               [EFF_PORT_WIDTH_A - 1 : 0]    s_axis_a_tdata,
        output reg                                      s_axis_a_tready,
        input                                           s_axis_a_tvalid,
        input               [EFF_PORT_WIDTH_B - 1 : 0]    s_axis_b_tdata,
        output reg                                      s_axis_b_tready,
        input                                           s_axis_b_tvalid,
        output reg  		[EFF_PORT_WIDTH_OUT - 1 : 0]  m_axis_dout_tdata,
        output reg                                      m_axis_dout_tvalid,
        input                                           m_axis_dout_tready
        );
    localparam INPUT_WIDTH_A = OPERAND_WIDTH_A * 2;
    localparam INPUT_WIDTH_B = OPERAND_WIDTH_B * 2;
    localparam OUTPUT_WIDTH  = OPERAND_WIDTH_OUT * 2;
    localparam TRUNC_BITS = (INPUT_WIDTH_A + INPUT_WIDTH_B - OUTPUT_WIDTH)/2 + 1 + GROWTH_BITS;
    localparam OUTPUT_PADDING = EFF_PORT_WIDTH_OUT - OUTPUT_WIDTH;
    localparam CALCULATION_STAGES = 6;    
    reg        [STAGES : 0]                     tvalid;
    reg        [EFF_PORT_WIDTH_OUT-1:0]         tdata [STAGES-2:0];
    wire signed [OPERAND_WIDTH_A-1:0] a_r = s_axis_a_tdata[OPERAND_WIDTH_A - 1 : 0];
    wire signed [OPERAND_WIDTH_A-1:0] a_i = s_axis_a_tdata[EFF_PORT_WIDTH_A / 2 + OPERAND_WIDTH_A - 1 : EFF_PORT_WIDTH_A / 2];
    wire signed [OPERAND_WIDTH_B-1:0] b_r = s_axis_b_tdata[OPERAND_WIDTH_B - 1 : 0];
    wire signed [OPERAND_WIDTH_B-1:0] b_i = s_axis_b_tdata[EFF_PORT_WIDTH_B / 2 + OPERAND_WIDTH_B - 1 : EFF_PORT_WIDTH_B / 2];
    reg signed [OPERAND_WIDTH_A + OPERAND_WIDTH_B : 0] mult_r, mult_i, mult_0, common, common_r1, common_r2, p_r_int, p_i_int;
    reg signed [OPERAND_WIDTH_A - 1 : 0] a_r_d, a_i_d, a_r_dd, a_i_dd, a_r_ddd, a_i_ddd, a_r_dddd, a_i_dddd;
    reg signed [OPERAND_WIDTH_B - 1 : 0] b_r_d, b_i_d, b_r_dd, b_i_dd, b_r_ddd, b_i_ddd;
    reg                          a_valid_d, b_valid_d;
    reg signed [OPERAND_WIDTH_A : 0] a_dd_common;
    reg signed [OPERAND_WIDTH_B : 0] a_dd_r, a_dd_i;
    reg        [STAGES - 1 : 0]  rounding_cy_buf ;
    wire signed [OPERAND_WIDTH_OUT - 1 : 0] result_r;
    wire signed [OPERAND_WIDTH_OUT - 1 : 0] result_i;
    wire signed [OPERAND_WIDTH_A + OPERAND_WIDTH_B + 1 - 1 : 0] temp1, temp2;
    localparam rounding_cy_buf_index = CALCULATION_STAGES - 1;
    wire signed [OPERAND_WIDTH_A + OPERAND_WIDTH_B + 1 - 1 : 0] rounding_cy_extended = {{(OPERAND_WIDTH_A + OPERAND_WIDTH_B){1'b0}}, rounding_cy_buf[rounding_cy_buf_index]};
	if (ROUND_MODE == 0 || TRUNC_BITS == 0) begin
        assign temp1 = p_r_int >>> TRUNC_BITS;
        assign temp2 = p_i_int >>> TRUNC_BITS;
		assign result_r = temp1[OPERAND_WIDTH_OUT - 1 : 0];
		assign result_i = temp2[OPERAND_WIDTH_OUT - 1 : 0];    
	end
	else begin
        wire signed [OPERAND_WIDTH_A + OPERAND_WIDTH_B + 1 - 1 : 0] point5_correction = {{(OPERAND_WIDTH_A + OPERAND_WIDTH_B + 1 - TRUNC_BITS){1'b0}}, 1'b0, {(TRUNC_BITS-1){1'b1}}} + rounding_cy_extended;
        assign temp1 = (p_r_int + point5_correction) >>> TRUNC_BITS;
        assign temp2 = (p_i_int + point5_correction) >>> TRUNC_BITS;
		assign result_r = temp1[OPERAND_WIDTH_OUT-1:0];
		assign result_i = temp2[OPERAND_WIDTH_OUT-1:0];    
	end
    integer i;
    always @(posedge aclk) begin
        if (!aresetn) begin
            tvalid <= 0;
            a_valid_d <= 0;
            b_valid_d <= 0;
            m_axis_dout_tvalid <= 0;
        end
        else begin
            a_valid_d <= s_axis_a_tvalid;
            b_valid_d <= s_axis_b_tvalid;
            a_r_d <= a_r;
            a_i_d <= a_i;
            b_r_d <= b_r;
            b_i_d <= b_i;
            if (ROUND_MODE == 1)
                rounding_cy_buf[0] <= rounding_cy;
            else if (ROUND_MODE == 2)   
                rounding_cy_buf[0] <= ~rounding_cy_buf[0];
            if (BLOCKING == 1 && m_axis_dout_tready == 0 && m_axis_dout_tvalid == 1) begin 
                m_axis_dout_tvalid <= 0;
                m_axis_dout_tdata <= {(OUTPUT_WIDTH){1'b0}};
                s_axis_a_tready <= 0;
                s_axis_b_tready <= 0;
            end
            else begin
                s_axis_a_tready <= 1;
                s_axis_b_tready <= 1;
                a_dd_common <= a_r_d - a_i_d;
                a_r_dd <= a_r_d;
                a_i_dd <= a_i_d;
                b_r_dd <= b_r_d;
                b_i_dd <= b_i_d;
                a_r_ddd <= a_r_dd;
                a_i_ddd <= a_i_dd;
                b_r_ddd <= b_r_dd;
                b_i_ddd <= b_i_dd;
                mult_0 <= a_dd_common * b_i_dd;
                a_r_dddd <= a_r_ddd;
                a_i_dddd <= a_i_ddd;
                a_dd_r <= b_r_ddd - b_i_ddd;
                a_dd_i <= b_r_ddd + b_i_ddd;
                common <= mult_0;
                mult_r <= a_dd_r * a_r_dddd;
                mult_i <= a_dd_i * a_i_dddd;
                common_r1 <= common;
                common_r2 <= common;
                p_r_int <= mult_r + common_r1;
                p_i_int <= mult_i + common_r2;
                for (i = 1; i<STAGES; i = i + 1) begin
                    rounding_cy_buf[i] <= rounding_cy_buf[i-1];
                end
                tvalid[0] <= a_valid_d & b_valid_d;
                for (i = 1; i<(STAGES); i = i+1) begin
                    tvalid[i] <= tvalid[i-1];
                end
                m_axis_dout_tvalid <= tvalid[STAGES-2];
                if (STAGES > CALCULATION_STAGES) begin
                    tdata[0] <= {{(OUTPUT_PADDING/2){result_i[OPERAND_WIDTH_OUT - 1]}}, result_i,
                        {(OUTPUT_PADDING/2){result_r[OPERAND_WIDTH_OUT - 1]}}, result_r};
                    for (i = 1; i<(STAGES-CALCULATION_STAGES); i = i+1) begin
                        tdata[i] <= tdata[i-1];
                    end
                    m_axis_dout_tdata <= tdata[STAGES - CALCULATION_STAGES - 1];
                end
                else begin
                     m_axis_dout_tdata <= {{(OUTPUT_PADDING/2){result_i[OPERAND_WIDTH_OUT - 1]}}, result_i,
                         {(OUTPUT_PADDING/2){result_r[OPERAND_WIDTH_OUT - 1]}}, result_r};
                end
            end
        end
    end
endmodule
```
`run.sh`:
```
#!/bin/bash
# OpenROAD 26Q1-2900-gdf79404cd8, Yosys 0.63+post, stock flow scripts
make -C /OpenROAD-flow-scripts/flow DESIGN_CONFIG=/design/flow/config.mk WORK_HOME=/design/flow/orfs finish
```
==> out/qor.yml <==
status:
  status: "completed"
sta:
  fin_crit_sh: 0.325
  max_freq_ghz: 0.102
  slew_violations: 0
  fin_ws_ns: 20.40
  rsz0062_at_grt: "false"
  finalSetupViolations: 0
  max_slew.worst_pin.slew_ns: 0.873
  tns_ns: 0
  max_slew_margin: 0.418
  fin_crit_ns: 9.80
  fin_worst_skew_ns: 0.0591
  finalHoldViolCount: 0
  holdWs_ns: 0.390
clock_tree:
  cts.sinks: 576
  cts_buffers: 69
  root_buffer: "clkbuf_16"
  clk_path_buf_depth: 3
  htreeDepth: 3
  cts-resized-gates: 0
  cts_tree: "yes"
  cts.clk_slew.worst_paths_ns: 0.06
  clk_latency_ns: 0.68
  hold_buffers: 0
  postCtsSetupBuffers: 0
grt:
  gr-total-overflow: 0
  grt_pass1_vias: 35700
  grt_max_degree: 72
  grt.total_usage: 0.146
  grt_pass1_wl_microns: 194000
  antenna_found_initial: 0
floorplanning:
  dieArea_sq_mm: 0.181
  pin_count: 137
  coreArea_sq_mm: 0.178
  initial_utilization: 0.302
  fp-row-count: 155
  fp.dieH_microns: 426
  die_width_microns: 426
setup_path:
  r2r-start: "a_dd_common[16]"
  rrSetupSlack_ns: 23.13
  ff2ff_path_depth: 20
  end_kind: "flip-flop"
  required_ns: 30.48
  crit_arrival_ns: 10.09
  path_max_fanout: 64
  r2r-end: "mult_0[32]"
  cp-start-kind: "primary input"
  crit_type: "primary input to flip-flop"
final_layout:
  area_growth_pct: 12.0
  stdcell_area_sq_mm: 0.0603
  logic_area_sq_mm: 0.0324
  utilization: 0.338
  seqCellArea_sq_mm: 0.0172
  num-fill-cells: 17500
  drive_above_1_share: 0.0345
logic_synthesis:
  top_area_cell: "edfxtp_1"
  edf_count: 568
  synth_area_sq_mm: 0.0539
  synth.distinct_cells: 79
  yosys.area.top_type_share: 0.316
  synth_warnings: 1
  ys_cells: 4843
  yosysChipArea_sq_mm: 0.0539
  synth.avg_cell_area_sq_um: 11.1
  synth_flops: 576
  synth-main-ff-cell: "edfxtp_1"
  area_leaders: "edfxtp_1 32%, fa_1 31%, ha_1 8.4%, inv_1 7.0%, and2_1 5.4%"
  netlist_instances: 4843
  synth-async-reset-ratio: 0
  yosysMostFrequentCell: "inv_1"
  synth_seq_share: 0.319
  yosys-top-cells-count: "1001 x inv_1, 833 x fa_1, 568 x edfxtp_1"
drt:
  vias: 32700
  drtAntennaViolNets: 0
  firstDrtPassIters: 5
  drtIter0Drc: 1349
  wire_per_inst_microns: 16.1
  routed_wl_microns: 119000
  via_per_inst: 4.45
  antenna_cells: 0
  drc: 0
job:
  maxCapViolCount: 0
  warning_count: 42
worst_hold_path:
  min_from: "a_r_ddd[15]"
  holdPathStages: 0
  min_to: "a_r_dddd[15]"
  hold_path.class: "flip-flop to flip-flop"
placed_design:
  place_ws_ns: 19.63
  hpwl_microns: 94000
  port_buffers: 135
  place_area_sq_mm: 0.0580
  gp_congestion: 0.920
==> routing by layer <==
metal / up-vias / part of all wire / global-route usage / routed length, microns
li1: 15500 / - / - / -
met1: 16100 / 0.39 / 0.182 / 46000
met2: 968 / 0.46 / 0.228 / 54900
met3: 176 / 0.099 / 0.0648 / 11800
met4: 4 / 0.050 / 0.0548 / 5900
met5: - / 0.0017 / 0.00794 / 199
==> cells in the final DEF (no fill, tap or decap), types with 12 or more instances in the layout <==
cell,count
and3_1,19
clkbuf_16,71
o21ai_0,71
a211oi_1,13
nand2_1,457
o31ai_1,12
xor2_1,44
edfxtp_1,568
fa_1,833
a21o_1,64
inv_1,1001
a21boi_0,13
buf_4,37
a21oi_1,150
nor2_1,158
or3_1,13
o21a_1,27
nand3_1,43
xnor2_1,157
nor2b_1,25
nor3_1,31
clkbuf_1,13
ha_1,362
a31oi_1,17
clkdlybuf4s50_1,134
and2_1,460
nand2b_1,30
o21bai_1,16
==> flip-flops by register name (all words and copies together) (netlist names), 17 cells and up <==
register           count
m_axis_dout_tdata     64
common                33
common_r1             33
mult_0                33
mult_i                33
mult_r                33
p_i_int               32
p_r_int               32
a_dd_common           17
a_dd_i                17
==> through the flow <==
stage | cells
5_1_grt | 7365
3_3_place_gp | 7238
3_5_place_dp | 7238
2_1_floorplan | 4843
6_report | 7365
4_1_cts | 7365
==> logic make-up (layout without fill, tap and decap cells) <==
logic type | count (synthesis) | after routing | share of synthesized area
fa+ha+maj | 1195 | 1195 | 0.393
mux | 1 | 1 | 0.000186
buf+inv | 1134 | 1301 | 0.0790
simple gates | 1267 | 1267 | 0.117
compound gates | 469 | 469 | 0.0578
xor+xnor | 201 | 201 | 0.0327
flops | 576 | 576 | 0.319
==> final cells by class <==
class                      count  share of cell area
inverter                    1002              0.0623
sequential                   576               0.285
multi-input combinational   3133               0.537
timing repair buffer         172              0.0270
clock buffer                  86              0.0307
tap                         2355              0.0488
clock inverter                41             0.00848
==> worst max-delay path: stages <==
cell and delay (ns):
clkdlybuf4s50_1 0.46, nor2b_1 0.10, clkinv_1 0.09, and2_4 0.51
buf_4 0.66, buf_4 0.68, buf_4 0.74, buf_4 0.67
==> how the worst max path moves through the flow <==
stage | start | endpoint | depth (start not counted)
after CTS | m_axis_dout_tready | a_dd_common[8] | 8
after global routing | m_axis_dout_tready | b_r_dd[15] | 8
final | m_axis_dout_tready | b_r_dd[15] | 8
